File: ./run.sh
#!/bin/bash
# OpenROAD 26Q1-2900-gdf79404cd8, Yosys 0.63+post, stock flow scripts
make -C /OpenROAD-flow-scripts/flow DESIGN_CONFIG=/design/flow/config.mk WORK_HOME=/design/flow/orfs finish
File: ./config.mk
export PLATFORM = sky130hd
export DESIGN_NAME = adder4bit
export DESIGN_NICKNAME = adder4bit
export VERILOG_FILES = /design/flow/design.v
export SDC_FILE = /design/flow/constraint.sdc
export NUM_CORES = 4
export LEC_CHECK = 1
export CORE_AREA = 10 10 70 70
export DIE_AREA = 0 0 80 80
File: ./constraint.sdc
current_design adder4bit

set clk_period 3.8
set clk_io_pct 0.2

create_clock -name clk0 -period $clk_period

set non_clock_inputs [all_inputs -no_clocks]
set_input_delay [expr $clk_period * $clk_io_pct] -clock clk0 $non_clock_inputs
set_output_delay [expr $clk_period * $clk_io_pct] -clock clk0 [all_outputs]
File: ./design.v
`timescale 1ns / 10ps
module adder4bit(sum,cout,cin,a,b
    );
    input [3:0]a,b; 
    input cin;
    output [3:0]sum;
    output cout;
    wire c1,c2,c3;
    FA FA1(a[0],b[0],cin,sum[0],c1);
    FA FA2(a[1],b[1],c1,sum[1],c2);
    FA FA3(a[2],b[2],c2,sum[2],c3);
    FA FA4(a[1],b[3],c3,sum[3],cout);
endmodule
module FA(a,b,cin,s,cout);
input a,b,cin;
output s,cout;
wire n1,n2,n3;
HA HA1(a,b,n2,n1);
HA HA2(n2,cin,s,n3);
or or1(cout,n1,n3);
endmodule
module HA(a,b,s,cout);
input a,b; 
output reg s;
output reg cout;
 always@(a,b)begin
    s=a^b; 
    cout=a&b; 
    end
 endmodule
==> deck_impl_summary.md <==
Run Summary

Job
  – Number of maximum-capacitance violations: 0
  – Stage-log warning count: 33

GRT
  – Largest net degree at the start of global routing: 3
  – Gr ovfl total: 0
  – First-pass GRT wire length: 607 um
  – Initial antenna violation count: 0
  – Vias in the first global route: 124
  – Gr usage total: 0.01137

Synth
  – Seq share, synth: 0
  – Avg Cell Area, Syn: 8.202 um^2
  – Synthesized area: 147.6 um^2
  – Instance count of the mapped netlist: 18
  – YS chip area: 147.6 um^2
  – Synth warn: 1
  – Post-synth cell types: 3
  – Ys cells: 18

Power and ir drop
  – Flop pwr share: 0
  – Cell internal pwr: 0.02471 mW
  – Clock network fraction of design power: 0
  – Switch Pwr: 0.01057 mW
  – Reported leakage power: 0.1306 nW
  – Logic gate share of total power: 1.000
  – Peak supply drop: 0.007907 mV
  – Pwr Density: 114.2 nW/um^2
  – Total Power: 0.03528 mW
  – Switching share of power: 0.2996

Final layout
  – # clk buffers: 0
  – Most frequent logic cell in the layout: clkdlybuf4s50_1
  – Area of the multi-input gates: 87.58 um^2
  – Most numerous logic cells after layout: clkdlybuf4s50_1, inv_1, inv_2
  – Area delta synth->final: 109.3%
  – FF+latch count: 0
  – Ratio of cells with drive above 1 in the final layout: 0.2593
  – Register area: 0 um^2
  – Layout fillers: 406
  – Final non-filler cell total: 73

Timing
  – Max_slew headroom: 0.9029
  – Final tally of hold violations: 0
  – Fmax: 0.2706 GHz
  – Fin. max-slew vios: 0
  – Final Setup Violations: 0
  – Unrepaired setup endpoints after global routing: false
  – Cycle use final: 0.9725
  – Tmin final: 3696 ps
  – Least-Margin Pin Slew: 145.2 ps

Die
  – Die span in x: 80 um
  – Initial core utilization: 0.04322
  – FP Rows: 21
  – Core area: 3416 um^2
  – Die H: 80 um
  – Total die area: 6400 um^2
  – I/O pin total: 14

Drt
  – Drt wl/cell: 5.534 um
  – Antenna diodes: 0
  – Routed Antenna Nets: 0
  – DRC: 0
  – TritonRoute pass-1 iters: 1
  – Vias per std cell: 1.589
  – Drt total wl: 404 um
  – Routed vias: 116
  – Initial detailed-routing violation count: 0

Status
  – Outcome: complete, no violations

Placement
  – Placed cell count: 73
  – Port Buffers: 13
  – RD Place Congestion: 0.6700
  – Hpwl dp: 414.3 um

Worst setup path
  – Critical Path Start: b[0]
  – CP Capture Type: primary output
  – Crit path DRT: 3040 ps
  – Critical Path AT: 2940 ps
  – CP Max Fanout: 1
  – CP startpoint kind: input port
  – WS Path Type: in -> out

Clocking
  – CTS Hold Bufs: 0

Worst hold path
  – Worst hold start: b[3]
  – Hold Crit Class: in -> out
[layout make-up]
cell class,instances,area share
inverter,10,0.1215
multi-input combinational,4,0.2834
tap,46,0.1862
timing repair buffer,13,0.4089
[path summary, 6_finish.rpt]
kind	to	slack, ps	depth (start not counted)
hold / removal	sum[3]	2400	5
setup / recovery	cout	100	10
[timing repair]
item                       CTS  global route
setup endpoints to repair    1             1
pin swaps                    3             1
setup buffers                0             0
gates resized               10             0
[Yosys cell counts, drive strengths merged]
cell | instances | area (um^2)
buf | 4 | 30.03
fa | 4 | 80.08
inv | 10 | 37.54
[worst max-delay path, stage by stage]
cell and delay (ps):
clkdlybuf4s50_1 450, inv_1 40, fa_2 330, inv_2 60
fa_2 200, fa_2 200, inv_2 30, fa_1 350
inv_1 60, clkdlybuf4s50_1 460
[per-layer routing]
metal,part of all wire,wire [um],track usage,up-vias
li1,-,-,-,58
met1,0.42,170,0.01606,51
met2,0.47,189,0.01846,7
met3,0.11,44,0.002273,0
met4,0,0,0,0
met5,0,0,0,-
[through the flow]
stage                     area [um^2]  setup slack (ps)  utilization  hold WS [ps]  TNS (ps)
after detailed placement        305.3            -170.2      0.08938          2578    -170.2
after CTS                       309.0             60.14      0.09048          2418         0
after global placement          305.3            -170.5      0.08938          2564    -170.5
after global routing            309.0            0.5171      0.09048          2452         0
final                           309.0             104.3      0.09048          2404         0
after floorplan                 147.6             703.2            -          1737         0
[kinds of logic (layout without fill, tap and decap cells)]
logic type  Yosys count  count (layout)  synth area share
fa+ha+maj             4               4            0.5424
buf+inv              14              23            0.4577
[power by group through the flow]
stage	clock network (mW)	registers (mW)	logic, mW
6_report	0	0	0.0353
5_1_grt	0	0	0.0408
4_1_cts	0	0	0.0371
Power is estimated from default activity; no workload was simulated.
