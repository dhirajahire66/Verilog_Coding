**/design/flow/run.sh**
```bash
#!/bin/bash
# OpenROAD 26Q1-2900-gdf79404cd8, Yosys 0.63+post, stock flow scripts
make -C /OpenROAD-flow-scripts/flow DESIGN_CONFIG=/design/flow/config.mk WORK_HOME=/design/flow/orfs finish
```
**/design/flow/config.mk**
```make
export PLATFORM = sky130hd
export DESIGN_NAME = even_odd_counter
export DESIGN_NICKNAME = even_odd_counter
export VERILOG_FILES = /design/flow/design.v
export SDC_FILE = /design/flow/constraint.sdc
export NUM_CORES = 4
export LEC_CHECK = 1
export CORE_AREA = 10 10 70 70
export DIE_AREA = 0 0 80 80
```
**/design/flow/constraint.sdc**
```tcl
current_design even_odd_counter

set clk_period 1.4
set clk_io_pct 0.2

create_clock -name clk0 -period $clk_period [get_ports {clk}]

set non_clock_inputs [all_inputs -no_clocks]
set_input_delay [expr $clk_period * $clk_io_pct] -clock clk0 $non_clock_inputs
set_output_delay [expr $clk_period * $clk_io_pct] -clock clk0 [all_outputs]
```
**/design/flow/design.v**
```verilog
`timescale 1ns / 1ps
module even_odd_counter(out,in,clk,rst
    );
    input in,rst,clk;
    output reg [3:0] out;
    reg [2:0]count;
    always@(posedge clk)
    begin
      if(rst)
        count<=0;
      else
        count<=count+1;
     end
     always@(posedge clk)
       begin
         if(in)
           out<={count[2:0],1'b1};
         else
           out<={count[2:0],1'b0};
       end
endmodule
```
==> impl_metrics.ini <==
; yosys + openroad results
[run_status]
status = finished, final reports clean

[power_and_ir_drop]
leakage_uw = 0.000112
irDropWorstVdd_v = 0.000242
p_sw_uw = 86.2
power.share.combinational = 0.071
power.density_mw_per_mm2 = 1360
clockPowerShare = 0.419
internal_power_uw = 348
seq_power_share = 0.510
switching_share = 0.198

[clock_tree]
cts-resized-gates = 0
cts_hold_buf = 0
cts_root_buf = clkbuf_4
cts_setup_buffers = 0
cts-htree-levels = 1
clk_latency_ps = 250
cts_buffer_depth = 2
cts.sink_count = 7
cts_tree = built
path_clk_slew_ps = 50
cts_buffers = 3

[die]
die_w_um = 80
die_h_um = 80
core_mm2 = 0.00342
chipArea_mm2 = 0.00640
fp_util = 0.0513
ios = 7
row_count = 21

[timing]
rsz0062_at_grt = false
period_used_share = 0.923
setup_viol = 0
slew_headroom = 0.908
fmaxAchievable_mhz = 774
fin_skew_ps = 0.952
tightestPinTransition_ps = 138
tns_ps = 0
timing.hold.ws_ps = 356
final.min_clock_period_ps = 1290
hold_violations = 0
drv_slew = 0

[worst_setup_path]
arrival_ps = 1010
cpMaxStageDelayCell = clkdlybuf4s50_1
path_delay_family = buffers and inverters
crit_buf_inv = 1
crit_chain = clkdlybuf4s50_1
critPathMaxFanout = 1
r2r-start = count[0]
path_class = reg -> out
required_ps = 1120
startpoint = out[2]
start_kind = register
critPathMaxStageDelay_ps = 460
cp-end-kind = output port

[global_route]
overflow = 0
grt_first_pass_wirelength_um = 600
grt_antenna_before_repair = 0
track_usage = 0.0125
grt_pass1_vias = 129
grt_max_degree = 5

[yosys]
ys_cells = 12
ys.flops = 7
top_area_cell = dfxtp_1
top_cell = dfxtp_1
synthDominantCellAreaShare = 0.800
synthTopCellsByCount = dfxtp_1 (7), nor2_1 (2), ha_1 (1), nor2b_1 (1), xnor2_1 (1)
area_leaders = dfxtp_1 (80%), ha_1 (7.1%), xnor2_1 (5.0%), nor2_1 (4.3%), nor2b_1 (3.6%)
synth_warnings = 1
async_reset_ff_frac = 0
ys.flop_type = dfxtp_1
seq_area_frac_synth = 0.800
yosys-stat-area_um2 = 175
ys_types = 5
mappedNetlistArea_um2 = 175
synth-edff-count = 0
syn_avg_cell_area_um2 = 14.6
syn-instance-count = 12

[drt]
antenna_cells = 0
vias = 114
drt_pre_antenna_iters = 2
drt_iter0_markers = 14
detail-route-antenna-nets = 0
wire_per_inst_um = 5.16
drc = 0
vias_per_cell = 1.68
wl_um = 351

[min_path]
hp-class = reg -> reg
min_from = count[1]

[placed_design]
routabilityCongestion = 0.701
place_area_um2 = 293
port_buffers = 6

[finish]
syn_to_final_growth_pct = 82.1
drive_above_1_share = 0.136
final_area_um2 = 319

[job]
max-cap-violations = 0
warning_count = 25
## cells in the final DEF (no fill, tap or decap)
master	count
clkbuf_1	1
clkbuf_4	3
clkdlybuf4s50_1	6
dfxtp_1	7
ha_1	1
nor2_1	2
nor2b_1	1
xnor2_1	1
## power by group through the flow
stage / logic, uW / clock network, uW / registers (uW)
final: 30.9 / 182 / 222
after CTS: 31.9 / 186 / 222
after global routing: 35.4 / 207 / 224
## per-layer routing
layer / up-vias / wire, um / global-route usage
li1: 56 / - / -
met1: 45 / 151 / 0.0113
met2: 10 / 86 / 0.0152
met3: 3 / 105 / 0.0170
met4: 0 / 8 / 0.00528
met5: - / 0 / 0
## logic make-up (layout without fill, tap and decap cells)
family / after synthesis / count (layout) / share of synthesized area
adders and majority gates: 1 / 1 / 0.0714
xor gates and xnor gates: 1 / 1 / 0.0500
DFF: 7 / 7 / 0.800
and+or+nand+nor: 3 / 3 / 0.0786
buffers and inverters: 0 / 10 / 0
## state kept, by name, indices dropped and copies added, names as in the netlist
signal / cells
count: 3
out: 4
## metrics by stage
stage | std cells | utilization | total power (uW) | setup WS [ps]
floorplan | 12 | - | 231 | 605
global placement | 64 | 0.0857 | 255 | 376
detailed placement | 64 | 0.0857 | 257 | 365
CTS | 68 | 0.0934 | 439 | 91.9
global route | 68 | 0.0934 | 466 | 52.3
finish | 68 | 0.0934 | 434 | 108
## layout make-up
class	count	area (um^2)
timing repair buffer	6	60.1
tap	46	57.6
sequential	7	140
clock buffer	4	26.3
multi-input combinational	5	35.0
fill	407	3100
## path summary, 6_finish.rpt
path	end	slack, ps	cells past startpoint
min	out[2]	360	0
max	out[2]	110	1
max reg2reg	count[2]	540	3
min reg2reg	out[2]	360	0
Power is estimated from default activity; no workload was simulated.
